$ cat flow/design.v
module data_mem #(
    parameter MEM_WORDS = 64  
)(
    input  logic                   i_clk,
    input  logic                   i_write_en,     
    input  logic [31:0]            i_addr,         
    input  logic [31:0]            i_write_data,   
    input  logic [3:0]             i_byte_en,      
    output logic [31:0]            o_read_data     
);
    localparam ADDR_WIDTH = $clog2(MEM_WORDS);
    logic [31:0] mem_array [MEM_WORDS];
    initial begin
        for (integer i = 0; i < MEM_WORDS; i = i + 1) begin
            mem_array[i] = 32'b0;
        end
    end
    wire [ADDR_WIDTH-1:0] word_addr = i_addr[ADDR_WIDTH+1:2];
    always_ff @(posedge i_clk) begin
        if (i_write_en) begin            
            for (int i = 0; i < 4; i++) begin
                if (i_byte_en[i])     mem_array[word_addr][8*i +: 8] <= i_write_data[8*i +: 8];
            end
        end
    end
    assign o_read_data = mem_array[word_addr];
endmodule
$ cat flow/run.sh
#!/bin/bash
# OpenROAD 26Q1-2900-gdf79404cd8, Yosys 0.63+post, stock flow scripts
make -C /OpenROAD-flow-scripts/flow DESIGN_CONFIG=/design/flow/config.mk WORK_HOME=/design/flow/orfs finish
$ cat flow/config.mk
export PLATFORM = sky130hd
export DESIGN_NAME = data_mem
export DESIGN_NICKNAME = data_mem
export VERILOG_FILES = /design/flow/design.v
export SDC_FILE = /design/flow/constraint.sdc
export NUM_CORES = 4
export LEC_CHECK = 1
export CORE_UTILIZATION = 50
$ cat flow/constraint.sdc
current_design data_mem

set clk_period 54.5
set clk_io_pct 0.2

create_clock -name clk0 -period $clk_period [get_ports {i_clk}]

set non_clock_inputs [all_inputs -no_clocks]
set_input_delay [expr $clk_period * $clk_io_pct] -clock clk0 $non_clock_inputs
set_output_delay [expr $clk_period * $clk_io_pct] -clock clk0 [all_outputs]
==> results.toml <==
# yosys + openroad results
[drt]
drt.antenna.violating_nets = 0
remaining_design_rule_violation_count = 0
avgViaCountPerCell = 6.62
detailedRoute.firstIterationViolations = 3235
dr.pass1.iters = 5
wirelength_um = 243000
detail_route.wl_per_cell_um = 34.9
dr_total_vias = 46000

[yosys]
ys.flops = 2048
postSynthSeqShare_pct = 78.4
yosysTopAreaCellShare_pct = 78.4
synth_area_leader_cell = "edfxtp_1"
syn-mean-instance-area_um2 = 17.0
synth_chip_area_um2 = 78400
yosys-stat-cells = 4614
enable_flop_cells = 2048
synthesis.instances = 4614
topCellsByArea = "edfxtp_1 (78%), a221oi_1 (5.5%), a22oi_1 (2.8%)"
synth-main-ff-cell = "edfxtp_1"
most_popular_library_cell_in_the_synthesized_design_by_count = "edfxtp_1"
syn_area_um2 = 78400
top_cells_by_count = "edfxtp_1 (2048), nor2_1 (509), a221oi_1 (493), a22oi_1 (291), clkbuf_1 (171)"
postSynth.asyncResetShare_pct = 0
yosysWarningCount = 1
synth.lib_cells_used.distinct = 51

[final_timing]
post-route-worst-setup-slack_ns = 27.54
worst_max_slew_pin_slew_ns = 1.08
fin_setup_tns_ns = 0
setup_viol = 0
slew_headroom_pct = 27.6
grt_setup_unrepaired = "false"
timing.final.hold_violations = 0
final.period_utilization_pct = 49.5
fmax_ghz = 0.0371
timing.final.max_slew_violations = 0
period_needed_ns = 26.96

[die]
floorplanUtilization_pct = 50.6
die_area_um2 = 158000
core_um2 = 155000
floorplan.io_pins = 102
floorplan.die.height_um = 398
die_x_um = 398
rows = 144

[finish]
reg.largest.list = "mem_array x2048"
syn_to_layout_area_delta_pct = 12.0
registers.top_by_ff_count = "mem_array"
finish.cell_count_without_fillers = 6954
layout.area.comb_um2 = 15300
fillCellCount = 11600
largest_register_ff_count = 2048
final_util_pct = 56.7
flop_area_um2 = 61500
fraction_of_layout_cells_with_a_size_suffix_above_1_pct = 13.4

[critical_path]
cpLargestDelayFamily = "buffers and inverters"
slowest_delay_ns = 0.68
critical_path.n_buffers_inverters = 6
arrival_ns = 16.06
critical_path.max_fanout = 71
path_cells = "buf_8 > buf_12 > nor2b_4 > buf_4 > buf_4 > buf_4 > a22oi_1 > o22ai_1 > nor3_1 > o221ai_1 > a211o_1 > clkdlybuf4s50_1"
path_class = "in -> out"
critPathLaunchType = "primary input"
crit_path_frequent_cell = "buf_4"
cp-end-kind = "primary output"
critical-path-slowest-cell = "nor2b_4"
critical_path_required_ns = 43.60

[power]
vdd.ir_drop.worst_mv = 0.0373
cellPowerDensity_nw_per_um2 = 36.8
power_w = 0.00323
cellLeakagePower_nw = 27.1

[min_path]
min_path_type = "in -> reg"

[clock_network]
clk_path_buf_depth = 3
cts.root.buffer_cell = "clkbuf_16"
cts.clk_slew.worst_paths_ns = 0.06
tritoncts = "yes"
total_of_cells_resized_after_clock_tree_synthesis = 0
h-tree-depth = 4
hold_buffers = 0
cts.repair_timing.setup_buffer_count = 0
clkSinkCount = 2048
cts_buffers = 200

[global_route]
grt_antenna_before_repair = 18
grt_pass1_wl_um = 344000
overall_track_demand_over_capacity_in_global_routing_pct = 34.7
grt-ovfl-total = 0
maximum_number_of_pins_on_one_net_before_global_route_repair = 104
grt_pass1_vias = 47600

[placed_design]
post-place-cells = 6578
io_buffer_count = 75
dpl.hpwl_um = 142000
globalplace.congestion = 0.926
post-place-ws_ns = 27.73

[status]
status = "finished, final reports clean"

[run]
max-cap-violations = 0
total_number_of_warnings_across_the_stage_logs = 56
[cells by family (layout without fill, tap and decap cells)]
| kind of cell | count (synthesis) | count (layout) | synth area share (%) |
|---|---|---|---|
| multiplexers | 210 | 210 | 3.47 |
| AND/OR/NAND/NOR | 762 | 762 | 4.14 |
| flip-flops | 2048 | 2048 | 78.4 |
| buffers and inverters | 375 | 666 | 2.17 |
| AND-OR/OR-AND | 1219 | 1219 | 11.8 |
| other | 0 | 5 | 0 |
[final timing paths]
check | slack (ns) | from | cells past startpoint | end
setup / recovery | 27.54 | i_addr[4] | 12 | o_read_data[23]
hold / removal | 10.38 | i_write_data[6] | 1 | mem_array[8][6]
[where the power goes]
part	total, W	switching [W]	internal, W
Combinational	0.000198	0.000146	0.0000517
Sequential	0.00174	0.00000127	0.00174
Clock	0.00129	0.000570	0.000719
[per-layer routing]
metal	track usage (%)	part of all wire, %	vias up
met2	47.9	45	3183
met5	4.93	0.45	-
met4	10.0	4.1	36
met3	26.3	18	514
li1	-	-	19400
met1	45.0	32	22900
[cell type report]
type,instances,share of cell area [%]
clock inverters,113,0.811
flip-flops and latches,2048,70.0
diodes,5,0.0143
repair buffers,292,2.67
clock buffers,258,6.07
inverters,3,0.0299
multi-input cells,2191,17.4
well taps,2044,2.91
[layout by cell type (no fill, tap or decap), drive strengths merged, types with 39 or more instances in the layout]
cell           instances
edfxtp              2048
nor2                 509
a221oi               493
a22oi                291
clkbuf               259
buf                  252
o22ai                135
o21ai                127
clkinv                95
mux2i                 92
nand2                 82
mux2                  76
a21oi                 63
nor3                  57
mux4                  42
clkdlybuf4s50         39
[stage by stage]
stage / hold WS, ns / area [µm²]
2_1_floorplan: 11.00 / 78400
6_report: 10.38 / 87800
3_5_place_dp: 11.25 / 81700
3_3_place_gp: 11.24 / 81700
4_1_cts: 10.36 / 87800
5_1_grt: 10.36 / 87800
Power and IR drop assume default switching activity.
