## flow/design.v

```verilog
module regfile (
    input  logic        i_clk,        
    input  logic        i_reg_write,  
    input  logic [4:0]  i_addr_rd1,   
    input  logic [4:0]  i_addr_rd2,   
    input  logic [4:0]  i_addr_wr,    
    input  logic [31:0] i_data_wr,    
    output logic [31:0] o_data_rd1,   
    output logic [31:0] o_data_rd2    
);
    logic [31:0] rf_data[31:0];
    initial begin
        integer i;
        for (i = 0; i < 32; i = i + 1) begin
            rf_data[i] = 32'b0;
        end
    end
    always_ff @(posedge i_clk) begin
        if (i_reg_write && (i_addr_wr != 5'b0)) begin
            rf_data[i_addr_wr] <= i_data_wr;
        end
    end
    assign o_data_rd1 = (i_addr_rd1 == 5'b0) ? 32'b0 : rf_data[i_addr_rd1];
    assign o_data_rd2 = (i_addr_rd2 == 5'b0) ? 32'b0 : rf_data[i_addr_rd2];
endmodule
```

## flow/config.mk

```make
export PLATFORM = sky130hd
export DESIGN_NAME = regfile
export DESIGN_NICKNAME = regfile
export VERILOG_FILES = /design/flow/design.v
export SDC_FILE = /design/flow/constraint.sdc
export NUM_CORES = 4
export LEC_CHECK = 1
export CORE_UTILIZATION = 30
```

## flow/constraint.sdc

```tcl
current_design regfile

set clk_period 5.9
set clk_io_pct 0.2

create_clock -name clk0 -period $clk_period [get_ports {i_clk}]

set non_clock_inputs [all_inputs -no_clocks]
set_input_delay [expr $clk_period * $clk_io_pct] -clock clk0 $non_clock_inputs
set_output_delay [expr $clk_period * $clk_io_pct] -clock clk0 [all_outputs]
```

## flow/run.sh

```bash
#!/bin/bash
# OpenROAD 26Q1-2900-gdf79404cd8, Yosys 0.63+post, stock flow scripts
make -C /OpenROAD-flow-scripts/flow DESIGN_CONFIG=/design/flow/config.mk WORK_HOME=/design/flow/orfs finish
```

==> flow_metrics.tcl <==
# metrics dict for downstream scripts
set metrics [dict create \
    cts_tree "done" \
    ant_nets 0 \
    cts_root_buf "clkbuf_16" \
    most_common_cell "edfxtp_1" \
    ys_async_sr_fraction_pct 0 \
    grt_pass1_wl_um 219000 \
    clock_path_buffers 3 \
    cts_setup_buffers 0 \
    rows 146 \
    crit_arrival_ps 4240 \
    cts.htree.levels 3 \
    drt-total-wl_um 154000 \
    synthTopCellsByArea "edfxtp_1 64%, mux4_2 15%, mux2i_1 6.7%" \
    setup_slack_ps 483 \
    fp_util_pct 30.2 \
    cts_resized 0 \
    slew_viol_final 0 \
    yosysTopAreaCell "edfxtp_1" \
    cap_violations 0 \
    slew_headroom_pct 36.8 \
    clock.fmax_mhz 185 \
    worstPathRequired_ps 4720 \
    synthToLayoutAreaGrowth_pct 17.1 \
    tool_warnings 26 \
    ys.flop_type "edfxtp_1" \
    regMostFlops "rf_data" \
    wl_per_cell_um 31.2 \
    fp.coreArea_mm2 0.158 \
    grt_max_degree 67 \
    fin_crit_ps 5420 \
    period_used_pct 91.8 \
    critPathKind "in -> out" \
    edf_count 1024 \
    drive_above_1_share_pct 28.7 \
    stdcell_count 4947 \
    cts_buffers 99 \
    dp.cells 4760 \
    viasPerCell 5.65 \
    io_buffer_count 112 \
    power_density_mw_per_mm2 293 \
    fin_area_mm2 0.0561 \
    largest_reg_flops 1024 \
    yosys_area_mm2 0.0479 \
    cts.sinks 1024 \
    yosysSeqAreaShare_pct 64.2 \
    setup_tns_ps 0 \
    hold_viol 0 \
    clk_pin_slew_ps 60 \
    ys_warn_count 1 \
    ys_cells 2564 \
    overflow 0 \
    whs_ps 1290 \
    top_area_share_pct 64.2 \
    cts_hold_buf 0 \
    pre_cts_slack_ps 572 \
    antenna_found_initial 4 \
    tightest_slew_ps 941 \
    numSynthFlops 1024 \
    dp_hpwl_um 91800 \
    status "finished clean" \
    syn_inst 2564 \
    grtUsageTotal_pct 20.4 \
    rsz0062_at_grt "no" \
    synth_cell_types 39 \
    die_y_um 402 \
    top_regs "rf_data x1024" \
    worstPathMaxFanout 17 \
    boundaryPins 113 \
    postSynthAreaPerCell_um2 18.7 \
    die_area_mm2 0.161 \
    first_global_vias 30697 \
    drt_iter0_markers 1796 \
    p_leak_nw 18.1 \
    common_cells "1,024 x edfxtp_1, 320 x mux2i_1, 316 x mux4_2" \
    vias 27937 \
    vdd_drop_max_mv 0.241 \
    place_area_mm2 0.0527 \
    drc 0 \
    first_pass_iters 5 \
    gp_congestion 0.898 \
    setup_violations 0 \
    hp-class "in -> reg" \
    die_x_um 402 \
    end_kind "primary output" \
    netlist_area_mm2 0.0479 \
    startpoint_type "primary input" \
]
-- critical path, cell delays in order --
cell and delay, ps:
buf_2 460, or2_2 240, buf_4 340, buf_4 460
a211oi_1 90, a311oi_1 800, clkdlybuf4s50_1 620
-- where the power goes --
group	internal [W]	switching (W)
clock network	0.00392	0.00281
registers	0.00811	0.0000437
logic	0.000667	0.000865
total	0.0127	0.00372
-- cells in the final DEF, fill, tap and decap left out, types with 15 or more instances in the layout --
cell type,instances
edfxtp_1,1024
mux2i_1,320
mux4_2,316
buf_4,173
clkbuf_16,102
clkdlybuf4s50_1,102
nand2_1,85
o221ai_1,64
a22oi_1,64
mux2_2,64
a211oi_1,53
o21ai_0,50
a221oi_1,38
mux4_1,36
nor2_4,33
a21oi_1,32
nand4_1,32
nor2b_1,32
a311oi_1,32
conb_1,32
buf_12,24
clkinv_2,20
bufinv_16,17
a221oi_2,16
clkinv_1,15
-- cell type report --
cell class,instances,area [µm²]
well taps,2072,2590
clock buffers,115,2600
diodes,1,2.50
flip-flops and latches,1024,30700
clock inverters,71,846
multi-input cells,1354,16400
inverters,2,10.0
fillers,14411,102000
repair buffers,308,2900
-- per-stage QoR --
stage	total power (W)	util, %
final	0.0164	35.4
after floorplan	0.00912	-
after global routing	0.0169	35.4
after detailed placement	0.00984	33.2
after global placement	0.00984	33.2
after CTS	0.0165	35.4
-- kinds of logic after synthesis --
kind of cell	count (synthesis)	share of synthesized area, %
AND-OR/OR-AND	374	6.15
buffers and inverters	217	2.44
flip-flops	1024	64.2
multiplexers	736	25.0
other	1	0.00783
AND/OR/NAND/NOR	212	2.18
-- metal layers --
layer  vias up  wire length (µm)  GRT usage [%]
met5         -                75          0.684
met4         8              5060           5.12
met3       284             28300           16.7
met2      2023             72300           30.8
met1     14152             48700           21.8
li1      11470                 -              -
-- final timing paths --
check	from	to	slack [ps]	cells past startpoint
worst min-delay path	i_data_wr[21]	rf_data[11][21]$_DFFE_PP_	1290	2
worst max-delay path	i_addr_rd1[3]	o_data_rd1[12]	480	7
Power figures rest on the tool's default switching activity, not on a simulated workload.
